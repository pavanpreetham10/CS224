## ./constraint.sdc

```tcl
current_design CLA_Adder

set clk_period 2.3
set clk_io_pct 0.2

create_clock -name clk0 -period $clk_period

set non_clock_inputs [all_inputs -no_clocks]
set_input_delay [expr $clk_period * $clk_io_pct] -clock clk0 $non_clock_inputs
set_output_delay [expr $clk_period * $clk_io_pct] -clock clk0 [all_outputs]
```

## ./config.mk

```make
export PLATFORM = sky130hd
export DESIGN_NAME = CLA_Adder
export DESIGN_NICKNAME = CLA_Adder
export VERILOG_FILES = /design/flow/design.v
export SDC_FILE = /design/flow/constraint.sdc
export NUM_CORES = 4
export LEC_CHECK = 1
export CORE_AREA = 10 10 70 70
export DIE_AREA = 0 0 80 80
```

## ./run.sh

```bash
#!/bin/bash
# OpenROAD 26Q1-2900-gdf79404cd8, Yosys 0.63+post, stock flow scripts
make -C /OpenROAD-flow-scripts/flow DESIGN_CONFIG=/design/flow/config.mk WORK_HOME=/design/flow/orfs finish
```

## ./design.v

```verilog
`timescale 1ns / 1ps
module CLA_Adder(a,b,cin,sum,cout);
	input[3:0] a,b;
	input cin;
	output [3:0] sum;
	output cout;
	wire p0,p1,p2,p3,g0,g1,g2,g3,c1,c2,c3,c4;
	assign #1 p0=(a[0]^b[0]);
	assign #1 p1=(a[1]^b[1]);
	assign #1 p2=(a[2]^b[2]);
	assign #1 p3=(a[3]^b[3]);
	assign #1 g0=(a[0]&b[0]);
	assign #1 g1=(a[1]&b[1]);
	assign #1 g2=(a[2]&b[2]);
	assign #1 g3=(a[3]&b[3]);
	assign c0=cin;
	assign #2 c1=g0|(p0&cin);
	assign #2 c2=g1|(p1&g0)|(p1&p0&cin);
	assign #2 c3=g2|(p2&g1)|(p2&p1&g0)|(p1&p1&p0&cin);
	assign #2 c4=g3|(p3&g2)|(p3&p2&g1)|(p3&p2&p1&g0)|(p3&p2&p1&p0&cin);
	assign #1 sum[0]=p0^c0;
	assign #1 sum[1]=p1^c1;
	assign #1 sum[2]=p2^c2;
	assign #1 sum[3]=p3^c3;
	assign cout=c4;
endmodule
```

==> out/metrics.csv <==
stage,metric,value,unit
hold_path,Hold Crit Class,primary input to output pin,
yosys,Syn Std Cell Area,190.2,um^2
cells_and_area,flip-flops,0,
worst_setup_path,Crit Path Max Fanout,3,
detailed_routing,WL met2,224,um
power,P per Cell Area,239.0,mW/mm^2
cells_and_area,Top cell excl fill/tap,buf_4,
yosys,number of standard cells reported by yosys,22,
detailed_routing,drt pass-1 iters,4,
global_routing,grt ovf,0,
yosys,chip area in the Yosys report,190.2,um^2
detailed_routing,DRT iter0 DRCs,6,
yosys,Mean Syn Cell Area,8.645,um^2
cells_and_area,area grow syn2layout,142.8,%
global_routing,initial antenna violation count,0,
cells_and_area,Reg area,0,um^2
cells_and_area,ratio of cells with drive above 1 in the final layout,44.19,%
power,Power Total,0.1104,mW
detailed_routing,WL met3,145,um
worst_setup_path,"Req. time, crit path",1840,ps
floorplan,Die ar.,0.006400,mm^2
final_timing,fin crit period,2205,ps
global_routing,largest net degree at the start of global routing,5,
global_routing,GRT Total Usage,2.452,%
detailed_routing,DRC viols,0,
worst_setup_path,CP startpoint kind,primary input,
yosys,Synth cell types,10,
power,leakage,0.2095,nW
final_timing,crit share post-route,95.89,%
detailed_routing,max layer used,met3,
placement,Port Buf Inserts,14,
floorplan,die y size,80,um
yosys,Synth Instances,22,
final_timing,Max Fclk,453.4,MHz
clock_network,hold buffers post-CTS,0,
cells_and_area,clk_buf instances,0,
flow_run,tool warnings,33,
final_timing,"Hold Vio Cnt, Final",0,
worst_setup_path,CP arrival,1750,ps
floorplan,die width,80,um
global_routing,vias in the first global route,263,
detailed_routing,Ant. Diodes,0,
detailed_routing,wire per inst,8.618,um
worst_setup_path,worst setup path category,primary input to output pin,
global_routing,first-pass GRT wire length,1297,um
flow_run,Max Cap Viol,0,
final_timing,Max-slew headroom,85.81,%
cells_and_area,most frequent cells in the layout,"6 x buf_4, 5 x inv_1, 4 x clkdlybuf4s50_1",
detailed_routing,Post-Route WL,767,um
placement,gpl congestion,0.7787,
final_timing,RSZ-0062 raised after global routing,no,
floorplan,initial core utilization,5.568,%
floorplan,Site Rows,21,
power,worst vdd ir,0.08974,mV
run_status,status,completed,
floorplan,# IOs,14,
detailed_routing,met1 WL,397,um
detailed_routing,Vias,234,
worst_setup_path,Critical Path Sink Type,output pin,
floorplan,core area,0.003416,mm^2
placement,Post-DP Area,417.9,um^2
placement,post-DP HPWL,625.8,um
final_timing,setup TNS,0,ps
final_timing,final setup violation count,0,
cells_and_area,design area,461.7,um^2
yosys,YS warnings,1,
yosys,Synth Seq Share,0,%
final_timing,Final Max Slew Viols,0,
detailed_routing,vias per cell,2.629,
final_timing,Least-Margin Pin Slew,212.9,ps
detailed_routing,Antenna Nets Post-Route,0,
[cell usage after synthesis]
cell type / number / area (um^2)
a221oi_2: 1 / 15.01
a21oi_1: 2 / 10.01
xnor2_1: 3 / 26.28
a22o_1: 1 / 8.760
o21ai_0: 1 / 5.000
a41oi_1: 1 / 8.760
inv_1: 5 / 18.77
a21o_1: 2 / 15.01
fa_1: 1 / 20.02
ha_1: 5 / 62.56
[report_power, final]
part / internal [mW] / total [mW] / switching, mW
Combinational: 0.0703 / 0.110 / 0.0400
Sequential: 0 / 0 / 0
Clock: 0 / 0 / 0
[through the flow]
stage / utilization (%) / worst slack [ps] / hold slack (ps) / cells
4_1_cts: 13.88 / 5.173 / 1553 / 89
3_3_place_gp: 12.23 / -507.6 / 2014 / 86
6_report: 13.52 / 94.53 / 1427 / 89
2_1_floorplan: - / 473.3 / 1089 / 22
3_5_place_dp: 12.23 / -551.0 / 2014 / 86
5_1_grt: 13.52 / 1.093 / 1469 / 89
[final timing paths]
| kind | depth (start not counted) | from | slack [ps] | end |
|---|---|---|---|---|
| max | 5 | cin | 90 | sum[1] |
| min | 5 | b[2] | 1430 | sum[3] |
[worst max-delay path, stage by stage]
cell             delay, ps
clkdlybuf4s15_1        230
inv_1                   70
fa_2                   350
xnor2_2                160
clkdlybuf4s50_1        480
[metal layers]
layer	up-vias	global-route usage, %
li1	122	-
met3	0	1.591
met4	0	0
met1	99	3.512
met5	-	0
met2	13	3.130
[cell families (layout without fill, tap and decap cells)]
group	Yosys count	count (layout)	synth area share [%]
xor gates and xnor gates	3	3	13.82
buffers and inverters	5	26	9.869
AOI/OAI and AO/OA	8	8	32.89
adders and majority gates	6	6	43.42
[cell type report]
class,instances,area (um^2)
fillers,398,2954
well taps,46,57.56
multi-input cells,17,217.7
inverters,5,18.77
repair buffers,21,167.7
[repair_timing]
item | CTS | global route
hold endpoints to repair | 0 | 0
pin swaps | 8 | 4
buffers inserted | 3 | 0
endpoints found under the setup margin | 5 | 4
cloned | 0 | 0
resized | 25 | 5
No activity file was given, so power comes from the tool's default toggle rates.
