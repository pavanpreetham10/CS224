### flow/run.sh
#!/bin/bash
# OpenROAD 26Q1-2900-gdf79404cd8, Yosys 0.63+post, stock flow scripts
make -C /OpenROAD-flow-scripts/flow DESIGN_CONFIG=/design/flow/config.mk WORK_HOME=/design/flow/orfs finish
### flow/config.mk
export PLATFORM = sky130hd
export DESIGN_NAME = alu2
export DESIGN_NICKNAME = alu2
export VERILOG_FILES = /design/flow/design.v
export SDC_FILE = /design/flow/constraint.sdc
export NUM_CORES = 4
export LEC_CHECK = 1
export CORE_AREA = 10 10 70 70
export DIE_AREA = 0 0 80 80
### flow/constraint.sdc
current_design alu2

set clk_period 4.1
set clk_io_pct 0.2

create_clock -name clk0 -period $clk_period

set non_clock_inputs [all_inputs -no_clocks]
set_input_delay [expr $clk_period * $clk_io_pct] -clock clk0 $non_clock_inputs
set_output_delay [expr $clk_period * $clk_io_pct] -clock clk0 [all_outputs]
### flow/design.v
`timescale 1ns / 1ps
module alu2(a,b,cin,s,co,out
    );
	 input [3:0]a;
	 input [3:0]b;
	 input cin;
	 input [2:0]s;
	 output co;
	 output [3:0]out;
	 reg [3:0]ou;
	 reg cout;
	 assign out=ou;
	 assign cout=co;
	 always@(*)
	 begin
	  case(s)
	  3'b000: {cout,ou}=a+b+cin;
	  3'b001: {cout,ou}=a-b-cin;
	  3'b010: ou=a|b;
	  3'b011: ou=a&b;
	  3'b100: ou=a<<1;
	  3'b101: ou=a>>1;
	  3'b110: ou={a[2:0],a[3]};
	  3'b111: ou={a[0],a[3:1]};
	endcase
	end
endmodule
==> job_summary.md <==
## Synthesis and layout report

| Metric | Value |
|---|---|
| Final Cell Area | 1020 um^2 |
| Synth area leader | ha_1 |
| Largest net degree at the start of global routing | 14 |
| Register pins left without a clock | 1 |
| RSZ-0062 raised after global routing | no |
| Classification of the worst setup path | input pin to primary output |
| Dominant logic cell types in the final layout | clkdlybuf4s50_1 (14), ha_1 (13), buf_4 (11), inv_1 (9), nand2_1 (8) |
| Share of the synthesized area in the top cell type | 24.1% |
| Crit path required time | 3.28 ns |
| HPWL after detailed placement | 1520 um |
| CTS Hold Buffers Added | 0 |
| Core Region | 3420 um^2 |
| Die x size | 80 um |
| # port buffers | 17 |
| Postcts setup bufs | 0 |
| Slowest CP cell | fa_1 |
| Diodes inserted | 0 |
| Post_cts resized | 12 |
| Max cap viols | 0 |
| Fin crit period | 3.89 ns |
| Gate Count Post-Synth | 95 |
| Residual DRC | 0 |
| Tool warning count | 41 |
| Die area | 6400 um^2 |
| All-layer global routing usage | 5.71% |
| Critical Path End Type | primary output |
| Slew margin rel. | 64.3% |
| Outcome | complete, no violations |
| DRT iter0 DRCs | 13 |
| Fin Hold WS | 2.69 ns |
| Final Wtd Congestion | 0.838 |
| Setup WS post-layout | 0.214 ns |
| Grt ovf | 0 |
| Total number of vias | 708 |
| CP max FO | 2 |
| CP arrival | 3.07 ns |
| Top cells by area, synth | ha_1 (24%), fa_1 (11%), inv_1 (6.2%) |
| Layout cells sized above 1 | 21.8% |
| Detail Route Antenna Nets | 0 |
| Peak clock frequency supported by timing | 257 MHz |
| Top cell excl fill/tap | clkdlybuf4s50_1 |
| First-pass GRT wire length | 3140 um |
| Worst path top cell family by delay | buffers and inverters |
| Number of unconstrained endpoints | 2 |
| Peak supply drop | 0.0000445 V |
| Area Growth Syn to Fin | 40.6% |
| Max Slew Vio Count | 0 |
| WL/cell | 10.7 um |
| Most used cell, CP | o21ai_1 |
| Row count | 21 |
| Unique cell types | 31 |
| Vias in the first global route | 744 |
| Worst slack at placement | -0.128 ns |
| Fin util | 29.9% |
| Fin crit share | 94.8% |
| # Cells Yosys | 95 |
| Drt via density | 4.29 |
| Max FFs per register | 1 |
| Initial antenna violation count | 0 |
| Filler cells | 372 |
| Worst-path cell chain | dlygate4sd2_1, buf_4, fa_1, inv_1, ha_1, o21ai_1, nand2_1, xnor2_2, o21ai_1, a221o_1, clkdlybuf4s50_1 |
| #FFs+latches synth | 1 |
| IO Count | 17 |
| Pwr dens | 123 nW/um^2 |
| Pre-antenna DRT Iters | 4 |
| Hold Crit Class | input pin to primary output |
| Count of final setup violators | 0 |
| CP Buf/Inv Count | 4 |
| Tot Pwr | 125 uW |
| Post-synthesis average cell area | 7.65 um^2 |
| P_leak | 0.000451 uW |
| Routed WL | 1760 um |
| Placed cell areas | 996 um^2 |
| Synth warnings | 2 |
| Initial core utilization | 21.3% |
| CP peak stage delay | 0.43 ns |
| Chip Area, Yosys | 727 um^2 |
| Startpoint Class | input pin |
| Worst Max-Slew Pin Slew | 0.534 ns |
| Synthesized area | 727 um^2 |
| Final Hold Vio Count | 0 |
| Die H | 80 um |
-- report_power, final --
part | switching [uW] | total (uW) | internal (uW)
logic | 56.0 | 124 | 67.5
clock network | 0 | 0 | 0
registers | 0.226 | 1.87 | 1.64
-- cell usage after synthesis (all sizes together) --
| cell | count |
|---|---|
| mux2 | 1 |
| nand2b | 4 |
| o32ai | 1 |
| o21ai | 9 |
| dlxtn | 1 |
| buf | 4 |
| a21boi | 1 |
| xnor2 | 3 |
| a2bb2oi | 1 |
| fa | 4 |
| ha | 14 |
| a211oi | 4 |
| nor2 | 7 |
| inv | 14 |
| mux2i | 1 |
| nor2b | 2 |
| a31oi | 2 |
| nand2 | 8 |
| nor4b | 1 |
| and3b | 1 |
| a21oi | 9 |
| a221o | 1 |
| nand3 | 1 |
| or3 | 1 |
-- final cells by class --
cell class / instances / area (um^2) / share of cell area [%]
sequential: 1 / 15.0 / 1.47
timing repair buffer: 28 / 249 / 24.4
tap: 46 / 57.6 / 5.63
multi-input combinational: 76 / 648 / 63.4
inverter: 14 / 52.6 / 5.14
-- cells by family (layout without fill, tap and decap cells) --
family / count (synthesis) / after routing / synth area share, %
latches: 1 / 1 / 2.06
buffers and inverters: 18 / 42 / 12.9
and+or+nand+nor: 25 / 25 / 18.2
xor gates and xnor gates: 3 / 3 / 3.62
AOI/OAI and AO/OA: 28 / 28 / 25.1
adders and majority gates: 18 / 18 / 35.1
muxes: 2 / 2 / 2.93
-- routing by layer --
metal	vias up	wire length (um)	global-route usage, %
met5	-	0	0
met2	17	796	8.75
li1	373	-	-
met4	0	0	0.528
met1	318	819	7.90
met3	0	147	1.82
-- worst paths after layout --
path | from | endpoint | slack (ns) | cells past startpoint
worst max-delay path | b[0] | out[3] | 0.21 | 11
worst min-delay path | a[0] | out[1] | 2.69 | 5
-- stage by stage --
stage	cells	setup TNS [ns]
floorplan	95	0
global placement	165	-0.279
detailed placement	165	-0.325
CTS	165	0
global route	165	0
finish	165	0
Power figures rest on the tool's default switching activity, not on a simulated workload.
