===== design.v =====
`timescale 1ns / 1ps
module alu(a,b,cin,s,co,out
    );
	 input [3:0]a;
	 input [3:0]b;
	 input cin;
	 input [2:0]s;
	 output co;
	 output [3:0]out;
	 reg [3:0]ou;
	 reg cout;
	 assign out=ou;
	 assign cout=co;
	 always@(*)
	 begin
	  case(s)
	  3'b000: {cout,ou}=a+b+cin;
	  3'b001: {cout,ou}=a-b-cin;
	  3'b010: ou=a|b;
	  3'b011: ou=a&b;
	  3'b100: ou=a<<1;
	  3'b101: ou=a>>1;
	  3'b110: ou={a[2:0],a[3]};
	  3'b111: ou={a[0],a[3:1]};
	endcase
	end
endmodule

===== run.sh =====
#!/bin/bash
# OpenROAD 26Q1-2900-gdf79404cd8, Yosys 0.63+post, stock flow scripts
make -C /OpenROAD-flow-scripts/flow DESIGN_CONFIG=/design/flow/config.mk WORK_HOME=/design/flow/orfs finish

===== config.mk =====
export PLATFORM = sky130hd
export DESIGN_NAME = alu
export DESIGN_NICKNAME = alu
export VERILOG_FILES = /design/flow/design.v
export SDC_FILE = /design/flow/constraint.sdc
export NUM_CORES = 4
export LEC_CHECK = 1
export CORE_AREA = 10 10 70 70
export DIE_AREA = 0 0 80 80

===== constraint.sdc =====
current_design alu

set clk_period 3.1
set clk_io_pct 0.2

create_clock -name clk0 -period $clk_period

set non_clock_inputs [all_inputs -no_clocks]
set_input_delay [expr $clk_period * $clk_io_pct] -clock clk0 $non_clock_inputs
set_output_delay [expr $clk_period * $clk_io_pct] -clock clk0 [all_outputs]

==> summary.log <==
qor: floorplanning.die_h 80 um
qor: synth.synth_area_per_cell 7.65 sq um
qor: pwr.pwr_density_cell 163 nW/um^2
qor: pwr.seq_power_share 1.3%
qor: synth.synthFlopType sky130_fd_sc_hd__dlxtn_1
qor: final_layout.layout.cells.non_filler 179
qor: final_layout.layout_top_cell sky130_fd_sc_hd__buf_4
qor: floorplanning.placeableCoreArea 3420 sq um
qor: floorplanning.floorplan.rows 21
qor: grt.grt_pass1_vias 858
qor: grt.grt_util_met3 1.48%
qor: placed_design.place_congestion 0.844
qor: floorplanning.boundaryPins 17
qor: grt.global_route.overflow_total 0
qor: floorplanning.dieWidth 80 um
qor: final_timing.unconstrained_endpoints 2
qor: placed_design.detailedPlacementHpwl 1620 um
qor: setup_path.worst_path_most_repeated_cell sky130_fd_sc_hd__fa_2
qor: detailed_routing.wl 1920 um
qor: placed_design.dp_worst_setup_slack -0.736 ns
qor: detailed_routing.vias 741
qor: floorplanning.fp_util 21.3%
qor: placed_design.placedCellCount 177
qor: detailed_routing.via_density_per_instance 4.14
qor: pwr.switchingPower 86.2 uW
qor: detailed_routing.dr.first_iter.drc_count 10
qor: grt.antenna_violations_before_repair 0
qor: grt.grt_start_max_net_pins 12
qor: synth.post_synth_inst_count 95
qor: pwr.power.share.clock 0%
qor: pwr.tot_pwr 196 uW
qor: setup_path.worstPathMaxFanout 3
qor: final_timing.layout_setup_ws 0.0714 ns
qor: final_layout.post-route-util 35.2%
qor: synth.synthesis.area 727 sq um
qor: placed_design.numPortBuffers 17
qor: final_timing.drv_slew 0
qor: synth.chip_area_estimate_from_yosys_synthesis 727 sq um
qor: setup_path.critPathCaptureType output port
qor: setup_path.path_cells buf_2, buf_4, fa_2, fa_2, or3_1, a21oi_2, a211oi_1, dlygate4sd2_1
qor: setup_path.cp_top_family adder cells
qor: setup_path.arrival_time_worst_endpoint 2.41 ns
qor: detailed_routing.detail_route.wl_per_cell 10.7 um
qor: grt.groute.layer.met1.usage 8.28%
qor: setup_path.path_depth 8
qor: synth.yosysWarningCount 2
qor: final_layout.final_layout_top_logic_cells sky130_fd_sc_hd__buf_4, sky130_fd_sc_hd__ha_1, sky130_fd_sc_hd__inv_2, sky130_fd_sc_hd__nand2_1, sky130_fd_sc_hd__clkdlybuf4s50_1
qor: synth.async_reset_ff_share 0%
qor: status.run_status finished, final reports clean
qor: detailed_routing.diodes 0
qor: grt.grt_first_pass_wirelength 3530 um
qor: setup_path.setup.worst_path.end out[2]
qor: synth.synth.distinct_cells 31
qor: run.tool_warnings 41
qor: setup_path.criticalPathCategory primary input to output port
qor: final_timing.layout_min_cycle_time 3.03 ns
qor: final_timing.count_of_unclocked_register_or_latch_pins 1
qor: pwr.p_int 110 uW
qor: synth.synth-seq-cells 1
qor: pwr.comb_power_share 98.7%
qor: final_timing.worst_pin_slew 0.285 ns
qor: pwr.power.leakage 0.545 nW
qor: grt.track_usage 6.37%
qor: setup_path.slowest_stage sky130_fd_sc_hd__fa_2
qor: grt.grtUsageMet2 10.8%
qor: run.cap_viol_max_count 0
qor: setup_path.startpoint_type primary input
qor: grt.grt_most_used_layer met2
qor: final_layout.final_layout_size_suffix_gt1_share 47.4%
qor: final_layout.final.fill_count 350
qor: detailed_routing.first_pass_iters 2
qor: pwr.swShare 43.9%
qor: final_layout.area_growth 65.6%
qor: final_timing.max_freq 330 MHz
qor: setup_path.timing.critical_path.slowest_cell_delay 0.37 ns
qor: final_layout.largest_register_ff_count 1
qor: synth.synth.largest_area_cell sky130_fd_sc_hd__ha_1
qor: setup_path.startpoint b[0]
qor: pwr.ir_drop 0.0748 mV
qor: detailed_routing.antenna_left 0
qor: final_timing.setup_violations 0
qor: floorplanning.chip_area 6400 sq um
qor: detailed_routing.route.detailed.drc 0
qor: synth.ys_cells 95
qor: final_timing.finalHoldViolCount 0
qor: hold_path.hold_class primary input to output port
qor: final_timing.slew_headroom 81.0%
qor: synth.top_cells_by_area sky130_fd_sc_hd__ha_1, sky130_fd_sc_hd__fa_1, sky130_fd_sc_hd__inv_1, sky130_fd_sc_hd__a21oi_1, sky130_fd_sc_hd__buf_6
qor: synth.top_cell_area_share 24.1%
qor: final_timing.final_min_period_over_clock_period 97.7%
qor: final_timing.summed_negative_setup_slack_over_all_endpoints 0 ns
qor: synth.number_of_flops_mapped_to_enable_cells_by_yosys 0
qor: setup_path.crit_required 2.48 ns
qor: setup_path.critical_path_buf_inv_count 3
layer usage:
metal / share of wire (%) / routed length (um)
met1: 46 / 877
met2: 48 / 913
met3: 6.6 / 127
met4: 0 / 0
met5: 0 / 0
power by group through the flow:
stage / clock network (mW) / logic [mW] / registers (mW)
after global routing: 0 / 0.218 / 0.00254
final: 0 / 0.194 / 0.00248
after CTS: 0 / 0.187 / 0.00254
worst min-delay path: stages:
cell                            delay (ns)
sky130_fd_sc_hd__buf_6                0.08
sky130_fd_sc_hd__buf_4                0.12
sky130_fd_sc_hd__mux2i_1              0.06
sky130_fd_sc_hd__a21oi_1              0.14
sky130_fd_sc_hd__dlygate4sd2_1        0.21
Yosys cell counts (3+ instances only):
cell                       instances
sky130_fd_sc_hd__xnor2_1           3
sky130_fd_sc_hd__nand2_1           8
sky130_fd_sc_hd__nand2b_1          4
sky130_fd_sc_hd__a211oi_1          4
sky130_fd_sc_hd__nor2_1            5
sky130_fd_sc_hd__inv_1            12
sky130_fd_sc_hd__o21ai_2           3
sky130_fd_sc_hd__a21oi_1           8
sky130_fd_sc_hd__o21ai_0           4
sky130_fd_sc_hd__ha_1             14
sky130_fd_sc_hd__fa_1              4
sky130_fd_sc_hd__buf_6             3
cell families after synthesis:
| group | Yosys count | synth area share (%) |
|---|---|---|
| AND-OR/OR-AND | 28 | 25.1 |
| XOR/XNOR | 3 | 3.62 |
| adder cells (fa/ha/maj) | 18 | 35.1 |
| buffers and inverters | 18 | 12.9 |
| latches | 1 | 2.06 |
| multiplexers | 2 | 2.93 |
| AND/OR/NAND/NOR | 25 | 18.2 |
cell type report:
cell class                 instances  area [sq um]  share of cell area, %
sequential                         1          15.0                   1.25
timing repair buffer              42           348                   28.9
inverter                          14          55.1                   4.57
tap                               46          57.6                   4.78
multi-input combinational         76           728                   60.5
through the flow:
| stage | hold slack (ns) | area (sq um) |
|---|---|---|
| 3_3_place_gp | 2.43 | 1090 |
| 6_report | 1.85 | 1200 |
| 3_5_place_dp | 2.43 | 1090 |
| 4_1_cts | 1.90 | 1160 |
| 2_1_floorplan | 1.37 | 727 |
| 5_1_grt | 1.93 | 1200 |
repair_timing:
item                                    4_1_cts  5_1_grt
gates resized                                41       15
setup buffers                                 2        0
hold buffers                                  0        0
pin swaps                                    11        8
endpoints found under the setup margin        4        4
endpoints found under the hold margin         0        0
worst min path at each step:
stage	from	endpoint	cells past startpoint
4_1_cts	a[0]	out[1]	5
5_1_grt	a[1]	out[0]	5
6_report	a[0]	out[1]	5
Power is estimated from default activity; no workload was simulated.
